File: flow/config.mk
export PLATFORM = sky130hd
export DESIGN_NAME = nec
export DESIGN_NICKNAME = nec
export VERILOG_FILES = /design/flow/design.v
export SDC_FILE = /design/flow/constraint.sdc
export NUM_CORES = 4
export LEC_CHECK = 1
export CORE_UTILIZATION = 30
File: flow/constraint.sdc
current_design nec

set clk_period 4.6
set clk_io_pct 0.2

create_clock -name clk0 -period $clk_period [get_ports {clk}]

set non_clock_inputs [all_inputs -no_clocks]
set_input_delay [expr $clk_period * $clk_io_pct] -clock clk0 $non_clock_inputs
set_output_delay [expr $clk_period * $clk_io_pct] -clock clk0 [all_outputs]
File: flow/design.v
module nec (
	input clk,rst,
	input ir,
	output reg [7:0]led
	);
wire ir_in;
assign ir_in = ir;
reg [8:0]state_reg, state_next;
reg [31:0]led_reg, led_next;
reg [19:0]count_reg;
wire [19:0]count_next;
reg c_bit_next, c_bit_reg;
reg done_tick;
reg c_load;
wire [7:0]led_tmp;
localparam [8:0]	IDLE		=	9'h001,
					START		=	9'h002,
					SYNC		=	9'h004,
					WAIT_HIGH	=	9'h008,
					FETCH		=	9'h010,
					BCOUNT		=	9'h020,
					WAIT_LOW	=	9'h040,
					CHECK		=	9'h080,
					DONE		=	9'h100;
localparam [19:0]	START_TIME	=	20'd448000,			 
					SYNC_TIME	=	20'd210000,			 
					CENTER		=	20'd42000;			 
reg [1:0]e_bit;	
wire f_edge, r_edge;
always@(posedge clk, negedge rst)
	if(!rst)
		e_bit	<=	2'b00;
	else
		e_bit <= {e_bit[0],ir_in};
assign f_edge = e_bit[1] & (~e_bit[0]);
assign r_edge = (~e_bit[1]) & e_bit[0];
always@(posedge clk, negedge rst)
begin
	if(!rst)
	begin
		state_reg 	<= 		IDLE;
		led_reg		<= 		32'h80000000;
		count_reg	<=		20'h00000;
		c_bit_reg	<=		1'b0;
		led			<=		8'h00;
	end
	else
	begin
		state_reg 	<=		state_next;
		led_reg		<= 		led_next;
		count_reg	<=		count_next;
		c_bit_reg	<=		c_bit_next;
		led			<=		led_tmp;
	end
end
assign count_next = (c_load)?count_reg+1'b1:20'h00000;
always@*
begin
	state_next		=	state_reg;
	led_next		=	led_reg;
	done_tick 		=	1'b0;
	c_load 			=	1'b0;
	c_bit_next		=	c_bit_reg;
	case(state_reg)
		IDLE:
		begin
			if(f_edge)
				state_next = START;
		end
		START:
		begin
			c_load = 1'b1;
			if(r_edge)
			begin
				if(count_reg > START_TIME)
				begin
					state_next	=	SYNC;
					c_load = 1'b0;
				end
				else
				begin
					state_next	=	IDLE;
					c_load = 1'b0;
				end	
			end
		end
		SYNC:
		begin
			c_load = 1'b1;
			if(f_edge)
			begin
				if(count_reg > SYNC_TIME)
				begin
					state_next	=	WAIT_HIGH;
					c_load = 1'b0;
				end	
				else
				begin
					state_next	=	IDLE;
					c_load = 1'b0;
				end	
			end
		end
		WAIT_HIGH:
		begin
			if(r_edge)
				state_next	=	FETCH;
		end
		WAIT_LOW:
		begin
			if(f_edge)
				state_next	=	WAIT_HIGH;
		end
		FETCH:
		begin
			c_load = 1'b1;
			if(count_reg > CENTER)
			begin
				c_bit_next	=	led_reg[0];
				led_next 	= 	{ir_in,led_reg[31:1]};
				c_load = 1'b0;
				state_next 	=	BCOUNT;
			end
		end
		BCOUNT:
		begin
			if(c_bit_reg)
				state_next = DONE;
			else
			begin
				if(led_reg[31])
					state_next	=	WAIT_LOW;
				else
					state_next	=	WAIT_HIGH;
			end		
		end
		DONE:
		begin
			if(((led_reg[7:0]^led_reg[15:8]) == 8'hff)&&((led_reg[23:16]^led_reg[31:24]) == 8'hff))
			begin
				done_tick = 1'b1;
				led_next	=	32'h80000000;
				state_next	=	IDLE;
			end	
		end
	endcase
end
assign led_tmp = (done_tick)?led_reg[23:16]:led;
endmodule
File: flow/run.sh
#!/bin/bash
# OpenROAD 26Q1-2900-gdf79404cd8, Yosys 0.63+post, stock flow scripts
make -C /OpenROAD-flow-scripts/flow DESIGN_CONFIG=/design/flow/config.mk WORK_HOME=/design/flow/orfs finish
==> out/summary.json <==
{
  "clk_pin_slew_worst_paths_ns": 0.06,
  "postRouteWirelength_mm": 6.44,
  "critical_path.top_delay_family": "AND-OR/OR-AND gates",
  "place.port_buffers": 10,
  "rr_startpoint": "count_reg[0]$_DFF_PN0_",
  "min_period_ns": 2.25,
  "timing.critical_path.slowest_cell_delay_ns": 0.51,
  "max-cap-violations": 0,
  "detail_route.iter0.violations": 83,
  "cts_max_level": 3,
  "power.density_cell_area_mw_per_mm2": 338,
  "timing_worst_setup_path_type": "flip-flop to flip-flop",
  "tritoncts": "done",
  "first_global_vias": 2196,
  "timing.final.max_slew_violations": 0,
  "postCtsSetupRepairBufs": 0,
  "synth.cellmix.adderShare_pct": 0.738,
  "ys_top_cells_by_area": "sky130_fd_sc_hd__dfrtp_1 (51%), sky130_fd_sc_hd__a22o_1 (8.3%), sky130_fd_sc_hd__xor2_1 (6.7%), sky130_fd_sc_hd__nor2_1 (3.7%), sky130_fd_sc_hd__mux2_2 (2.7%)",
  "post_synth_xor_area_fraction_pct": 8.78,
  "leakage_power_of_the_design_nw": 1.70,
  "cts-hold-fix-buffers": 0,
  "route.detailed.drc": 0,
  "grt_remaining_overflow": 0,
  "i_o_pins": 11,
  "detail_route.vias_per_cell": 4.88,
  "netlist.top_cell.by_area": "sky130_fd_sc_hd__dfrtp_1",
  "postCtsResizedCells": 0,
  "ys_async_sr_fraction_pct": 100,
  "critical_path.endpoint_type": "flip-flop",
  "num_antenna_cells": 0,
  "placement_rows": 38,
  "yosys_warnings": 1,
  "max_freq_mhz": 444,
  "yosysTopAreaCellShare_pct": 50.9,
  "tool_warnings": 26,
  "met2RoutedLength_mm": 2.82,
  "critical_path_arrival_ns": 2.47,
  "number_of_nets_with_antenna_violations_after_detailed_routing": 0,
  "cts.sink_count": 71,
  "synth.comb.largest_family": "simple AND/OR/NAND/NOR gates",
  "synthFlopType": "sky130_fd_sc_hd__dfrtp_1",
  "final_setup_slack_of_the_worst_path_ns": 2.35,
  "clk_path_buf_depth": 2,
  "gate_count_post_synth": 296,
  "critical_path_required_ns": 4.82,
  "post_synth_ao_oa_area_fraction_pct": 14.5,
  "status": "completed",
  "crit_buf_inv": 2,
  "ys_cells": 296,
  "synthMuxAreaShare_pct": 2.99,
  "wl_met1_mm": 3.31,
  "timing.clock.skew_ns": 0.00566,
  "grt_antenna_before_repair": 0,
  "timing.final.crit_share_pct": 49.0,
  "met3RoutedLength_um": 242,
  "slowest_stage": "sky130_fd_sc_hd__o32ai_1",
  "post_synth_instance_area_mm2": 0.00339,
  "hp-class": "flip-flop to flip-flop",
  "wl_per_cell_um": 14.3,
  "fillerInstances": 1058,
  "top_layer_used": "met4",
  "startpoint": "count_reg[0]$_DFF_PN0_",
  "yosys.stat.chipArea_mm2": 0.00339,
  "post_synth_num_cell_types": 54,
  "dpl.hpwl_mm": 4.16,
  "maximum_number_of_pins_on_one_net_before_global_route_repair": 38,
  "worst_slew_margin_rel_pct": 45.1,
  "largest_register_ffs": 40,
  "synth.cells.most_frequent": "sky130_fd_sc_hd__dfrtp_1 (69), sky130_fd_sc_hd__nor2_1 (33), sky130_fd_sc_hd__a22o_1 (32), sky130_fd_sc_hd__xor2_1 (26), sky130_fd_sc_hd__nand2_1 (15)",
  "clkLatencyLatePin_ns": 0.33,
  "grt_pass1_wl_mm": 11.1,
  "total_number_of_vias": 2201,
  "place_congestion": 0.832,
  "synth-edff-count": 0,
  "fp.dieW_um": 108,
  "rsz_0062_raised_after_global_routing": "no",
  "finalHoldViolCount": 0,
  "setup-violations-final": 0,
  "core_area_mm2": 0.0109,
  "area_growth_pct": 14.1,
  "initCoreUtil_pct": 31.0,
  "numSynthFlops": 71,
  "synth-seq-area-share_pct": 52.5,
  "drive_above_1_share_pct": 12.9,
  "place_ws_ns": 2.36,
  "chip_area_mm2": 0.0117,
  "crit_path_cell_trace": "inv_1 -> ha_1 -> nor3b_2 -> nand3_2 -> o32ai_1 -> a211oi_4 -> buf_4 -> a22o_1",
  "grt_use_total_pct": 12.4,
  "syn-mean-instance-area_um2": 11.5,
  "timing.hold.worst.start": "e_bit[0]$_DFF_PN0_",
  "vdd_ir_drop_max_mv": 0.167,
  "cp_max_fo": 32,
  "cp_launch_type": "flip-flop",
  "synth-simple-area-share_pct": 15.7,
  "die_height_um": 108,
  "cts_root_buffer": "sky130_fd_sc_hd__clkbuf_16",
  "yosysMostFrequentCell": "sky130_fd_sc_hd__dfrtp_1",
  "worst-slew-pin-transition_ns": 0.824,
  "cts_made_buffers": 9,
  "drtPass1Iterations": 4,
  "fin_setup_tns_ns": 0
}
-- cell type report --
type | count | area, um^2 | area share, %
flip-flops and latches | 71 | 1780 | 46.0
repair buffers | 14 | 125 | 3.23
clock inverters | 7 | 62.6 | 1.62
clock buffers | 9 | 225 | 5.82
inverters | 12 | 45.0 | 1.16
multi-input cells | 198 | 1460 | 37.7
well taps | 140 | 175 | 4.53
-- cells in the final DEF, fill, tap and decap left out, types with 5 or more instances in the layout --
cell                              instances
sky130_fd_sc_hd__mux2_2                   8
sky130_fd_sc_hd__nand2_1                 15
sky130_fd_sc_hd__xor2_1                  26
sky130_fd_sc_hd__nor2_1                  33
sky130_fd_sc_hd__dfrtp_1                 69
sky130_fd_sc_hd__nand3_1                 11
sky130_fd_sc_hd__clkbuf_16                9
sky130_fd_sc_hd__nor2b_1                  5
sky130_fd_sc_hd__a22o_1                  32
sky130_fd_sc_hd__inv_1                   12
sky130_fd_sc_hd__nand4_1                  9
sky130_fd_sc_hd__xnor2_1                  8
sky130_fd_sc_hd__clkdlybuf4s50_1          9
-- metal layers --
| metal | track usage (%) | vias up |
|---|---|---|
| met5 | 0 | - |
| met4 | 1.45 | 0 |
| met3 | 2.94 | 6 |
| met2 | 18.0 | 31 |
| met1 | 19.9 | 1077 |
| li1 | - | 1087 |
-- through the flow --
stage	std cells	hold WS, ns	util (%)	power, mW	instance area (um^2)
after global placement	435	0.474	32.8	0.656	3580
after detailed placement	435	0.468	32.8	0.656	3580
after CTS	451	0.492	35.4	1.33	3870
after floorplan	296	0.433	-	0.640	3390
after global routing	451	0.520	35.4	1.36	3870
final	451	0.491	35.4	1.31	3870
-- power by group --
part | switching (mW) | leakage, nW | internal, mW
clock | 0.289 | 0.133 | 0.376
sequential | 0.00118 | 0.981 | 0.625
combinational | 0.0143 | 0.586 | 0.00259
-- worst paths after layout --
kind	endpoint	slack, ns	cells past startpoint
max	led_reg[4]$_DFFE_PN0P_	2.35	8
min	e_bit[1]$_DFF_PN0_	0.49	0
max reg2reg	led_reg[4]$_DFFE_PN0P_	2.35	8
min reg2reg	e_bit[1]$_DFF_PN0_	0.49	0
max in group asynchronous	state_reg[0]$_DFF_PN1_	2.92	2
min in group asynchronous	led_reg[18]$_DFFE_PN0P_	0.67	1
-- kinds of logic (layout without fill, tap and decap cells) --
group           Yosys count  after routing
mux                       9              9
buf+inv                  27             42
compound gates           56             56
simple gates             97             97
xor+xnor                 34             34
fa+ha+maj                 2              2
flops                    71             71
No activity file was given, so power comes from the tool's default toggle rates.
