<file path="run.sh">
#!/bin/bash
# OpenROAD 26Q1-2900-gdf79404cd8, Yosys 0.63+post, stock flow scripts
make -C /OpenROAD-flow-scripts/flow DESIGN_CONFIG=/design/flow/config.mk WORK_HOME=/design/flow/orfs finish
</file>
<file path="config.mk">
export PLATFORM = sky130hd
export DESIGN_NAME = lcd_fpga
export DESIGN_NICKNAME = lcd_fpga
export VERILOG_FILES = /design/flow/design.v
export SDC_FILE = /design/flow/constraint.sdc
export NUM_CORES = 4
export LEC_CHECK = 1
export CORE_UTILIZATION = 40
</file>
<file path="constraint.sdc">
current_design lcd_fpga

set clk_period 2.2
set clk_io_pct 0.2

create_clock -name clk0 -period $clk_period [get_ports {clk}]

set non_clock_inputs [all_inputs -no_clocks]
set_input_delay [expr $clk_period * $clk_io_pct] -clock clk0 $non_clock_inputs
set_output_delay [expr $clk_period * $clk_io_pct] -clock clk0 [all_outputs]
</file>
<file path="design.v">
 module lcd_16x2_8bit (
	input [7:0]data,			
	input clk, rst, start, cd,	
	output [7:0]lcd_data,
	output rs, en, 
	output reg done_tick
);
localparam [2:0]	idle	=	3'b000,
					load	=	3'b001,
					wait1	=	3'b010,
					wait2 	= 	3'b011,
					done	=	3'b100;
reg [2:0]state_reg,state_next;
reg [15:0]count_reg;
wire [15:0]count_next;
reg [7:0]lcd_data_reg, lcd_data_next;
reg rs_reg, rs_next, en_reg, en_next, c_load_reg, c_load_next;
wire c_1ms, c_h1ms;
always@(posedge clk, negedge rst)
begin
	if(!rst)
	begin
		state_reg <= idle;
		c_load_reg <= 0;
		en_reg <= 0;
		rs_reg <= 0;
		lcd_data_reg <= 0;
		count_reg <= 0;
	end
	else
	begin
		state_reg <= state_next;
		c_load_reg <= c_load_next;
		en_reg <= en_next;
		rs_reg <= rs_next;
		lcd_data_reg <= lcd_data_next;
		count_reg <= count_next;
	end
end
assign count_next = (c_load_reg)?(count_reg + 1'b1):16'd0;
assign c_1ms = (count_reg == 16'd50000);
assign c_h1ms = (count_reg == 16'd25000);
always@*
begin
	state_next = state_reg;
	rs_next = rs_reg;
	en_next = en_reg;
	lcd_data_next = lcd_data_reg;
	done_tick = 0;
	c_load_next = c_load_reg;
	case(state_reg)
		idle:
		begin
			if(start)
				state_next = load;
		end
		load:
		begin
			state_next = wait1;
			lcd_data_next = data;
			rs_next = cd;
		end
		wait1:
		begin
			c_load_next = 1;
			en_next = 1;
			if(c_1ms)
			begin
				state_next = wait2;
				en_next = 0;
				c_load_next = 0;
			end
		end
		wait2:
		begin
			c_load_next= 1;
			if(c_h1ms)
			begin
				state_next = done;
				c_load_next = 0;
			end
		end
		done:
		begin
			done_tick = 1;
			state_next = idle;
		end
endcase
end
assign lcd_data = lcd_data_reg;
assign en = en_reg;
assign rs = rs_reg;
endmodule
 module lcd_fpga (
	input clk,rst,start,
	output rs,en,
	output [7:0]lcd_data
);
parameter SIZE = 5'd16;	 
reg [7:0]mem[0:SIZE-1];
reg [7:0]data_reg, data_next;
reg [1:0]state_reg, state_next;
reg [3:0]count_reg, count_next;
reg cd_next, cd_reg;
reg d_start_reg, d_start_next;
wire done_tick;
initial
begin
	mem[0] = 8'h38;		 
	mem[1] = 8'h06;		 
	mem[2] = 8'h0E;		 
	mem[3] = 8'h01;		 
	mem[4] = 8'h48;		 
	mem[5] = 8'h45;		 
	mem[6] = 8'h4C;		 
	mem[7] = 8'h4C;		 
	mem[8] = 8'h4F;		 
	mem[9] = 8'h20;		 
	mem[10] = 8'h57;	 
	mem[11] = 8'h4F;	 
	mem[12] = 8'h52;	 
	mem[13] = 8'h4C;	 
	mem[14] = 8'h44;	 
	mem[15] = 8'h21;	 
end	
localparam [1:0]	IDLE 		= 2'b00,
					INIT 		= 2'b01,
					DISP 		= 2'b10,
					FIN 		= 2'b11;
lcd_16x2_8bit DUT (
	.data(data_reg),
	.clk(clk), 
	.rst(rst), 
	.start(d_start_reg), 
	.cd(cd_reg),
	.lcd_data(lcd_data),
	.rs(rs), 
	.en(en), 
	.done_tick(done_tick)
	);
always@(posedge clk, negedge rst)
begin
	if(!rst)
	begin
		state_reg 	<= IDLE;
		count_reg 	<= 0;
		data_reg 	<= 0;
		cd_reg 		<= 0;
		d_start_reg <= 0;
	end
	else
	begin
		state_reg 	<= state_next;
		count_reg 	<= count_next;
		data_reg 	<= data_next;
		cd_reg 		<= cd_next;
		d_start_reg <= d_start_next;
	end
end
always@*
begin
	state_next = state_reg;
	count_next = count_reg;
	data_next = data_reg;
	cd_next = cd_reg;
	d_start_next = d_start_reg;
	case(state_reg)
		IDLE:
		begin
			if(!start)
				state_next = INIT;
		end		
		INIT:	 
		begin
			data_next = mem[count_reg];
			d_start_next = 1'b1;
			cd_next = 0;
			if(done_tick)
			begin
				d_start_next = 0;
				count_next = count_reg+1'b1;
				if(count_reg > 8'd2)
					state_next = DISP;
			end
		end
		DISP:	 
		begin
			data_next = mem[count_reg];
			d_start_next = 1'b1;
			cd_next = 1;
			if(done_tick)
			begin
				d_start_next = 0;
				count_next = count_reg+1'b1;
				if(count_reg > SIZE-2)
					state_next = FIN;
			end
		end
		FIN:
		begin
			data_next = 0;
			d_start_next = 0;
			cd_next = 0;
			state_next = IDLE;
		end
	endcase
end
endmodule
</file>
==> results.sh <==
# yosys + openroad results
export IMPL_yosys_area_top_type="dfrtp_1"
export IMPL_overflow=0
export IMPL_min_period_ns=1.721
export IMPL_p_per_area_mw_per_mm2=554.2
export IMPL_die_h_um=78.38
export IMPL_synth_compound_area_share=0.09812
export IMPL_drv_max_cap_violation_count=0
export IMPL_worst_pin_slew_ns=0.6031
export IMPL_synthTopLogicFamily="simple AND/OR/NAND/NOR gates"
export IMPL_largest_reg_flops=16
export IMPL_synth_seq_cells=48
export IMPL_crit_start="count_reg[0]"
export IMPL_ir_drop_mv=0.2260
export IMPL_routed_wl_um=4154
export IMPL_post_cts_buffers=0
export IMPL_die_area_sq_mm=0.006143
export IMPL_synth_area_sq_mm=0.002333
export IMPL_final_layout_size_suffix_gt1_frac=0.1046
export IMPL_r2r_end="data_reg[1]"
export IMPL_clk_pin_slew_ns=0.09
export IMPL_r2r_start="count_reg[0]"
export IMPL_yosys_area_sq_mm=0.002333
export IMPL_hpwl_um=2971
export IMPL_start_kind="flip-flop"
export IMPL_worstPathRequired_ns=2.40
export IMPL_setup_violations=0
export IMPL_swShare=0.2117
export IMPL_mux_area_frac=0.05684
export IMPL_grt_usage=0.1595
export IMPL_simple_gate_share=0.1930
export IMPL_ys_warn_count=2
export IMPL_crit_path_end_kind="flip-flop"
export IMPL_yosys_stat_cells=227
export IMPL_p_switching_mw=0.3058
export IMPL_finalPower_mw=1.444
export IMPL_rows=27
export IMPL_pre_cts_slack_ns=0.5049
export IMPL_synthTopCellsByArea="dfrtp_1 49%, ha_1 4.8%, mux2_2 3.9%"
export IMPL_grt_start_max_net_pins=27
export IMPL_core_sq_mm=0.005574
export IMPL_tns_ns=0
export IMPL_gp_congestion=0.8402
export IMPL_grt_pass1_wl_um=7652
export IMPL_hold_buffers=0
export IMPL_synthAdderAreaFrac=0.04826
export IMPL_p_clk_frac=0.374
export IMPL_ys_types=42
export IMPL_clockRootBuffer="clkbuf_8"
export IMPL_numCtsBuffers=5
export IMPL_ios=13
export IMPL_path_max_fanout=9
export IMPL_cts_max_level=2
export IMPL_cts_resized=0
export IMPL_first_global_vias=1563
export IMPL_final_comb_area_sq_mm=0.001042
export IMPL_hold_viol_final=0
export IMPL_ys_seq_frac=0.5158
export IMPL_max_slew_margin=0.5937
export IMPL_die_w_um=78.38
export IMPL_skew_ns=0.006808
export IMPL_fp_util=0.4186
export IMPL_crit_end="data_reg[1]"
export IMPL_whs_ns=0.1068
export IMPL_diodes=0
export IMPL_top_cell="dfrtp_1"
export IMPL_vias_per_cell=5.174
export IMPL_worst_slack_ns=0.4785
export IMPL_cts_buffer_depth=2
export IMPL_port_buffers=11
export IMPL_fmax_ghz=0.5809
export IMPL_hp_class="in -> async"
export IMPL_top_cells_by_count="46 x dfrtp_1, 24 x nor2_1, 17 x nand2_1, 17 x o21ai_0, 14 x inv_1"
export IMPL_drt_initial_drc_count=115
export IMPL_avgRoutedWirePerCell_um=13.36
export IMPL_pwr_share_comb=0.016
export IMPL_status="finished clean"
export IMPL_clock_sinks=48
export IMPL_syn_to_final_growth_pct=11.69
export IMPL_drv_slew=0
export IMPL_p_int_mw=1.138
export IMPL_antenna_found_initial=0
export IMPL_syn_area_per_cell_sq_um=10.28
export IMPL_timing_final_crit_share=0.7825
export IMPL_yosysTopAreaCellShare=0.4933
export IMPL_critPathKind="reg -> reg"
export IMPL_ff_latch_area_sq_mm=0.001204
export IMPL_xor_area_frac=0.04879
export IMPL_netlist_instances=227
export IMPL_synth_top_flop_cell="dfrtp_1"
export IMPL_power_leakage_nw=1.128
export IMPL_rsz0062_at_grt="no"
export IMPL_firstDrtPassIters=4
export IMPL_insertion_delay_ns=0.30
export IMPL_reg2reg_depth=6
export IMPL_r2r_slack_ns=0.48
export IMPL_n_fill_cell=546
export IMPL_cts_tree="yes"
export IMPL_via_count=1609
export IMPL_edf_count=0
export IMPL_worstPathArrival_ns=1.92
export IMPL_seq_power_share=0.610
export IMPL_ant_nets=0
export IMPL_drcViolationCount=0
export IMPL_log_warning_count=32
export IMPL_synthArstFlopShare=1.000
-- per-layer routing --
metal  wire (um)  part of all wire  track usage  up-vias
met1        2286              0.55       0.2928      762
met4          34            0.0082      0.01852        0
met3         203             0.049      0.02125        4
met2        1629              0.39       0.2105       35
met5           0                 0            0        -
li1            -                 -            -      808
-- kinds of logic (layout without fill, tap and decap cells) --
kind of cell             Yosys count  count (layout)
flip-flops                        48              48
other                              1               1
buffers and inverters             22              34
multiplexers                      11              11
AND/OR/NAND/NOR                   85              85
adder cells (fa/ha/maj)            9               9
XOR/XNOR                          13              13
AND-OR/OR-AND                     38              38
-- critical path, stage by stage, from the launching register on --
cell	delay (ns)
dfrtp_1	0.53
inv_1	0.14
ha_1	0.35
nand2b_1	0.10
a21boi_0	0.17
o32ai_1	0.11
a22o_1	0.22
-- cells in the final DEF (no fill, tap or decap), types with 2 or more instances in the layout --
master,synthesis,routed
dfrtp_1,46,46
nor2_1,24,24
nand2_1,17,17
o21ai_0,17,17
inv_1,14,14
clkdlybuf4s50_1,0,10
ha_1,9,9
nand3_1,8,8
a21oi_1,8,8
mux2_2,8,8
xnor2_1,7,7
nand4_1,6,6
xor2_1,6,6
clkbuf_8,0,6
o31ai_1,5,5
nand2b_1,4,4
nor4_1,3,3
and2_1,3,3
nor3_1,3,3
a22o_1,3,3
dfstp_2,2,2
and3_1,2,2
or4_1,2,2
mux2i_1,2,2
or3_1,2,2
a21o_1,2,2
nor2b_1,2,2
clkinv_2,0,2
-- layout make-up --
class,instances,share of cell area
sequential,48,0.4618
multi-input combinational,157,0.3999
timing repair buffer,12,0.04801
tap,72,0.03457
clock buffer,6,0.03169
inverter,14,0.02016
clock inverter,2,0.003841
-- power groups by stage --
| stage | logic (mW) | clock network [mW] | registers (mW) |
|---|---|---|---|
| final | 0.0231 | 0.540 | 0.882 |
| after global routing | 0.0282 | 0.589 | 0.882 |
| after CTS | 0.0253 | 0.561 | 0.882 |
-- worst min path at each step --
stage	slack, ns	to	cells after the start	start
4_1_cts	0.12	DUT.lcd_data_reg[5]	1	rst
5_1_grt	0.15	DUT.lcd_data_reg[0]	1	rst
6_report	0.11	data_reg[2]	1	rst
-- through the flow --
| step | util | cell area (sq um) | instances |
|---|---|---|---|
| final | 0.4676 | 2606 | 311 |
| after global routing | 0.4676 | 2606 | 311 |
| after CTS | 0.4676 | 2606 | 311 |
| after detailed placement | 0.4510 | 2514 | 303 |
| after global placement | 0.4510 | 2514 | 303 |
| after floorplan | - | 2333 | 227 |
No activity file was given, so power comes from the tool's default toggle rates.
